[/design/flow/run.sh]
#!/bin/bash
# OpenROAD 26Q1-2900-gdf79404cd8, Yosys 0.63+post, stock flow scripts
make -C /OpenROAD-flow-scripts/flow DESIGN_CONFIG=/design/flow/config.mk WORK_HOME=/design/flow/orfs finish
[/design/flow/design.v]
module ALARM_COUNTER (HOURS, MINS, CLK, RESETN, HRS_OUT, MINUTES_OUT, AM_PM_OUT);
input HOURS, MINS, CLK, RESETN;
output [3:0] HRS_OUT;
output [5:0] MINUTES_OUT;
output AM_PM_OUT;
parameter AM=0, PM=1;
reg [3:0] HRS_OUT;
reg [5:0] MINUTES_OUT;
reg AM_PM_OUT;
always @ (posedge CLK or negedge RESETN)
begin
    if (RESETN == 0)
       begin
       HRS_OUT <= 4'd12;
       MINUTES_OUT <= 6'd0;
       AM_PM_OUT <= AM;
       end
    else
       begin
       MINUTES_OUT <= MINUTES_OUT;
       HRS_OUT <= HRS_OUT;
       AM_PM_OUT <= AM_PM_OUT;
       if (MINS & !HOURS)
          begin
          if (MINUTES_OUT == 6'd59)
             begin
             MINUTES_OUT <= 6'd0;
             if (HRS_OUT == 4'd12)
                begin
                HRS_OUT <= 4'd1;
                AM_PM_OUT <= !AM_PM_OUT;
         	end
             else
                HRS_OUT <= HRS_OUT + 1'd1;
             end
          else
      	     MINUTES_OUT <= MINUTES_OUT + 1'd1;
          end
       else if (!MINS & HOURS)
          begin
          if (HRS_OUT == 4'd12)
   	     begin
   	     HRS_OUT <= 4'd1;
   	     AM_PM_OUT <= !AM_PM_OUT;
   	     end
          else
   	     HRS_OUT <= HRS_OUT + 1'd1;
          end
       end
end
endmodule
module ALARM_STATE_MACHINE (ALARM_BUTTON, HOURS_BUTTON, MINUTES_BUTTON, CLK, RESETN, HOURS, MINS);
input ALARM_BUTTON, HOURS_BUTTON, MINUTES_BUTTON, CLK, RESETN;
output HOURS, MINS;
parameter IDLE=0, SET_HOURS=1, SET_MINUTES=2;
reg [1:0] CURRENT_STATE, NEXT_STATE;
reg HOURS, MINS;
reg NEXT_HOURS, NEXT_MINS;
always @ (CURRENT_STATE or ALARM_BUTTON or HOURS_BUTTON or MINUTES_BUTTON)
begin
    NEXT_STATE <= CURRENT_STATE;
    NEXT_HOURS <= 0;
    NEXT_MINS <= 0;
    case (CURRENT_STATE) //synopsys full_case parallel_case
    IDLE: begin
	  if (ALARM_BUTTON & HOURS_BUTTON & !MINUTES_BUTTON)
	     begin
	     NEXT_STATE <= SET_HOURS;
	     NEXT_HOURS <= 1;
	     end
	  else if (ALARM_BUTTON & !HOURS_BUTTON & MINUTES_BUTTON)
	     begin
	     NEXT_STATE <= SET_MINUTES;
	     NEXT_MINS <= 1;
	     end
	  else
	     NEXT_STATE <= IDLE;
	  end
    SET_HOURS: begin
          if (ALARM_BUTTON & HOURS_BUTTON & !MINUTES_BUTTON)
             begin
             NEXT_STATE <= SET_HOURS;
             NEXT_HOURS <= 0;
             end
          else
             NEXT_STATE <= IDLE;
          end
    SET_MINUTES: begin
           if (ALARM_BUTTON & !HOURS_BUTTON & MINUTES_BUTTON)
             begin
             NEXT_STATE <= SET_MINUTES;
             NEXT_MINS <= 0;
             end
          else
             NEXT_STATE <= IDLE;
          end
    endcase
end
always @ (posedge CLK or negedge RESETN)
begin
   if (RESETN == 0)
     begin
     CURRENT_STATE <= IDLE;
     HOURS <= 0;
     MINS <= 0;
     end
   else
     begin
     CURRENT_STATE <= NEXT_STATE;
     HOURS <= NEXT_HOURS;
     MINS <= NEXT_MINS;
     end
end
endmodule
module ALARM_BLOCK ( ALARM, HRS, MINS, CLK, RESETN, ENABLE,
                     HRS_OUT, MINS_OUT, AM_PM_OUT,
                     DISPLAY_BUS );
input  ALARM, HRS, MINS, CLK, RESETN, ENABLE;
output [3:0] HRS_OUT; 
output [5:0] MINS_OUT; 
output AM_PM_OUT;
output [10:0] DISPLAY_BUS;
    wire CONNECT1, CONNECT2; 
    reg [10:0] DISPLAY_BUS;
    ALARM_STATE_MACHINE U0 ( .ALARM_BUTTON(ALARM), .HOURS_BUTTON(HRS), 
        .MINUTES_BUTTON(MINS), .CLK(CLK), .RESETN(RESETN), 
        .HOURS(CONNECT1), .MINS(CONNECT2) );
    ALARM_COUNTER U3 ( .HOURS(CONNECT1), .MINS(CONNECT2), .CLK(CLK), 
        .RESETN(RESETN), .HRS_OUT(HRS_OUT), .MINUTES_OUT(MINS_OUT), 
        .AM_PM_OUT(AM_PM_OUT));
    always @ (ENABLE or AM_PM_OUT or HRS_OUT or MINS_OUT) begin
            DISPLAY_BUS <= {AM_PM_OUT,HRS_OUT,MINS_OUT};
    end
endmodule
[/design/flow/config.mk]
export PLATFORM = sky130hd
export DESIGN_NAME = ALARM_BLOCK
export DESIGN_NICKNAME = ALARM_BLOCK
export VERILOG_FILES = /design/flow/design.v
export SDC_FILE = /design/flow/constraint.sdc
export NUM_CORES = 4
export LEC_CHECK = 1
export CORE_AREA = 10 10 74 74
export DIE_AREA = 0 0 84 84
[/design/flow/constraint.sdc]
current_design ALARM_BLOCK

set clk_period 2.8
set clk_io_pct 0.2

create_clock -name clk0 -period $clk_period [get_ports {CLK}]

set non_clock_inputs [all_inputs -no_clocks]
set_input_delay [expr $clk_period * $clk_io_pct] -clock clk0 $non_clock_inputs
set_output_delay [expr $clk_period * $clk_io_pct] -clock clk0 [all_outputs]
==> impl_metrics.ini <==
; generated from flow reports
[global_routing]
overflow = 0
grt_max_degree = 17
grt_pass1_vias = 704
grt_pass1_wl_um = 3310
antenna_found_initial = 0
grtUsageTotal_pct = 5.37

[final_timing]
skew_ns = 0.00772
timing.final.crit_share_pct = 67.8
layout_min_cycle_time_ns = 1.90
tightest_slew_ns = 0.695
hold_viol_final = 0
finalSetupViolCount = 0
slew_violations = 0
fin_setup_tns_ns = 0
grt_setup_unrepaired = false
maxSlewHeadroom_pct = 53.5
timing.fmax_mhz = 526

[clock_tree]
cts_resized = 0
clock_sinks = 16
cts_setup_buffers = 0
cts.clk_slew.worst_paths_ns = 0.06
ctsHoldBuffers = 0
cts_buffer_depth = 2
clkLatencyLatePin_ns = 0.25
cts_root_buf = clkbuf_8
cts_buffers = 3
cts_max_level = 1
tritoncts = yes

[critical_path]
cp-start-kind = register
crit_slowest_cell = dfstp_2
end_kind = output port
max_stage_delay_ns = 0.60
worst-path-stages = 1
ff2ff_setup_slack_ns = 1.26
rr_worst_depth = 4
startpoint = U3.HRS_OUT[2]$_DFFE_PN1P_
cp.arrival_ns = 1.34
path_class = reg2out
crit_buf_inv = 1
critical_path.endpoint = DISPLAY_BUS[8]
timing.rr.end = U3.HRS_OUT[0]$_DFFE_PN0P_
r2r-start = U3.MINUTES_OUT[0]$_DFFE_PN0P_
cp_cell_sequence = clkdlybuf4s50_1
required_ns = 2.24
cp_max_fo = 8
crit_family = flip-flops

[finish]
final_cell_mix = 26 x clkdlybuf4s50_1, 13 x dfrtp_1, 12 x nand2_1
layout_top_cell = clkdlybuf4s50_1
layout.cell_area.non_filler_mm2 = 0.00118
drive_gt1_share_pct = 7.27
area_delta_synth_final_pct = 31.7

[power_and_ir_drop]
p_sw_uw = 235
p_int_uw = 589
p_leak_nw = 0.510
p_per_area_mw_per_mm2 = 696
clkPwrFrac_pct = 21.1
combPwrFrac_pct = 34.3
ir_drop_uv = 360
seqPwrFrac_pct = 44.5
switching_share_pct = 28.5

[outcome]
outcome = finished, final reports clean

[job]
tool_warnings = 27
drv_cap = 0

[die]
dieArea_mm2 = 0.00706
die_w_um = 84
coreArea_mm2 = 0.00397
rows = 23
die_h_um = 84
fp_util_pct = 22.7
boundaryPins = 28

[place]
gp_congestion = 0.775
place_area_mm2 = 0.00114
dp_hpwl_um = 1490
portBuffers = 26

[synthesis]
ys_cells = 91
postSynthSeqShare_pct = 44.9
ys_ff = 16
synthTopCellsByArea = dfrtp_1 36%, buf_4 9.2%, dfstp_2 8.8%
flop_cell = dfrtp_1
edf_count = 0
synthCells = 91
synth_area_per_cell_um2 = 9.89
ys_types = 34
async_flop_share_pct = 100
yosysWarningCount = 5
syn_area_um2 = 900
yosys.area.top_type_share_pct = 36.2
ys_chip_area_um2 = 900
largest_area_cell = dfrtp_1

[routing]
post_drt_wl_per_cell_um = 11.9
ant_nets = 0
avgViaCountPerCell = 4.43
remaining_drc_errors = 0
wirelength_um = 1900
num_vias = 709
drt_iter0_drc = 55
antennaDiodeCount = 0
dr.pass1.iters = 3

[hold_path]
min_path_type = reg2reg
holdPathStages = 2
min_from = U0.CURRENT_STATE[2]$_DFF_PN0_
metrics by stage:
stage | instances | utilization [%] | hold slack (ns) | worst slack [ns] | total power, mW
4_1_cts | 160 | 29.8 | 0.512 | 0.883 | 0.842
6_report | 160 | 29.8 | 0.518 | 0.900 | 0.825
5_1_grt | 160 | 29.8 | 0.544 | 0.831 | 0.899
3_3_place_gp | 156 | 28.7 | 0.481 | 1.16 | 0.661
2_1_floorplan | 91 | - | 0.264 | 1.46 | 0.500
3_5_place_dp | 156 | 28.7 | 0.498 | 1.16 | 0.666
cell type report:
| cell class | instances | area, um2 |
|---|---|---|
| clock buffer | 4 | 45.0 |
| fill | 416 | 2790 |
| inverter | 3 | 11.3 |
| multi-input combinational | 61 | 402 |
| sequential | 16 | 404 |
| tap | 50 | 62.6 |
| timing repair buffer | 26 | 260 |
metal layers:
metal | vias to the layer above | GRT usage [%] | routed length, um
li1 | 353 | - | -
met1 | 336 | 6.62 | 838
met2 | 18 | 8.43 | 873
met3 | 2 | 2.95 | 187
met4 | 0 | 0.304 | 5
met5 | - | 0 | 0
worst min path at each step:
stage,end,slack [ns]
finish,U0.CURRENT_STATE[0]$_DFF_PN1_,0.52
global route,U0.CURRENT_STATE[0]$_DFF_PN1_,0.54
CTS,U0.CURRENT_STATE[0]$_DFF_PN1_,0.51
flip-flops by register name, indices dropped and copies added, names as in the netlist:
register / count
U0.CURRENT_STATE: 3
U0.MINS: 1
U3.AM_PM_OUT: 1
U3.HRS_OUT: 4
U0.HOURS: 1
U3.MINUTES_OUT: 6
kinds of logic (layout without fill, tap and decap cells):
group / count (synthesis) / after routing / synth area share (%)
AOI/OAI and AO/OA: 17 / 17 / 13.8
muxes: 2 / 2 / 2.50
adders and majority gates: 3 / 3 / 4.17
and+or+nand+nor: 38 / 38 / 23.2
buffers and inverters: 14 / 33 / 10.4
xor gates and xnor gates: 1 / 1 / 0.974
DFF: 16 / 16 / 44.9
synthesized netlist by cell type (2+ instances only):
cell and n:
and2b_1 2, ha_1 3, o21ai_0 2, dfrtp_1 13
o211ai_1 2, nand2b_1 3, nor2_1 7, buf_4 11
nand2_1 12, inv_1 3, nand3_1 3, dfstp_2 3
mux2_1 2, a211oi_1 2, a21oi_1 3, nor3b_1 2
power groups by stage:
stage	Combinational [mW]	Sequential [mW]	Clock, mW
finish	0.283	0.367	0.174
global route	0.323	0.382	0.194
CTS	0.294	0.370	0.179
Power figures rest on the tool's default switching activity, not on a simulated workload.
