`./design.v`:
```
module TIME_COUNTER (HOURS, MINS, SECS, CLK, RESETN, HOURS_OUT, MINUTES_OUT, AM_PM_OUT);
input HOURS, MINS, SECS, CLK, RESETN;
output [3:0] HOURS_OUT;
output [5:0] MINUTES_OUT;
output AM_PM_OUT;
parameter AM=0, PM=1;
reg [3:0] HOURS_OUT;
reg [5:0] MINUTES_OUT;
reg [5:0] CURRENT_SECS;
reg AM_PM_OUT;
always @ (posedge CLK or negedge RESETN)
begin
    if (RESETN == 0)
       begin
       HOURS_OUT <= 4'd12;
       MINUTES_OUT <= 6'd0;
       AM_PM_OUT <= AM;
       CURRENT_SECS <= 6'd0;
       end
    else
       begin
       HOURS_OUT <= HOURS_OUT;
       MINUTES_OUT <= MINUTES_OUT;
       AM_PM_OUT <= AM_PM_OUT;
       CURRENT_SECS <= CURRENT_SECS;
       if (SECS & !MINS & !HOURS)
          begin
          if (CURRENT_SECS == 6'd59)
      	     begin
   	     CURRENT_SECS <= 6'd0;
   	     if (MINUTES_OUT == 6'd59)
                begin
                MINUTES_OUT <= 6'd0;
                if (HOURS_OUT == 4'd12)
                   begin
                   HOURS_OUT <= 4'd1;
                   AM_PM_OUT <= !AM_PM_OUT;
                   end
                else
                   HOURS_OUT <= HOURS_OUT + 1'd1;
                end
   	     else
   	        MINUTES_OUT <= MINUTES_OUT + 1'd1;
   	     end
          else
   	     CURRENT_SECS <= CURRENT_SECS + 1'd1;
          end
       else if (!SECS & MINS & !HOURS)
          begin
          CURRENT_SECS <= 6'd0;
          if (MINUTES_OUT == 6'd59)
      	     begin
             MINUTES_OUT <= 6'd0;
             if (HOURS_OUT == 4'd12)
                begin
                HOURS_OUT <= 4'd1;
                AM_PM_OUT <= !AM_PM_OUT;
                end
             else
                HOURS_OUT <= HOURS_OUT + 1'd1;
             end
          else
      	     MINUTES_OUT <= MINUTES_OUT + 1'd1;
          end
       else if (!SECS & !MINS & HOURS)
          begin
          CURRENT_SECS <= 6'd0;	
          if (HOURS_OUT == 4'd12)
             begin
             HOURS_OUT <= 4'd1;
             AM_PM_OUT <= !AM_PM_OUT;
             end
          else
             HOURS_OUT <= HOURS_OUT + 1'd1;
          end
       end          
end
endmodule
module TIME_STATE_MACHINE (TIME_BUTTON, HOURS_BUTTON, MINUTES_BUTTON, CLK, RESETN, SECS, HOURS, MINS);
input TIME_BUTTON, HOURS_BUTTON, MINUTES_BUTTON, CLK, RESETN;
output SECS, HOURS, MINS;
parameter COUNT_TIME=0, SET_HOURS=1, SET_MINUTES=2;
reg [1:0] CURRENT_STATE, NEXT_STATE;
reg SECS, HOURS, MINS;
reg NEXT_SECS, NEXT_HOURS, NEXT_MINS;
always @ (CURRENT_STATE or TIME_BUTTON or HOURS_BUTTON or MINUTES_BUTTON)
begin
    NEXT_STATE <= CURRENT_STATE;
    NEXT_SECS <= 0;
    NEXT_HOURS <= 0;
    NEXT_MINS <= 0;
    case (CURRENT_STATE) //synopsys full_case parallel_case
    COUNT_TIME: begin
	if (TIME_BUTTON & HOURS_BUTTON & !MINUTES_BUTTON)
	   begin
	   NEXT_STATE <= SET_HOURS;
	   NEXT_HOURS <= 1;
	   end
	else if (TIME_BUTTON & !HOURS_BUTTON & MINUTES_BUTTON) 
	   begin
	   NEXT_STATE <= SET_MINUTES;
	   NEXT_MINS <= 1;
	   end
	else
	   begin
	   NEXT_STATE <= COUNT_TIME;
	   NEXT_SECS <= 1;
	   end
	end
    SET_HOURS: begin
	if (TIME_BUTTON & HOURS_BUTTON & !MINUTES_BUTTON)
	   begin
	   NEXT_STATE <= SET_HOURS;
	   NEXT_HOURS <= 0;
	   end
	else
	   begin
	   NEXT_STATE <= COUNT_TIME;
	   NEXT_SECS <= 1;
	   end
	end
    SET_MINUTES: begin
	 if (TIME_BUTTON & !HOURS_BUTTON & MINUTES_BUTTON)
	   begin
	   NEXT_STATE <= SET_MINUTES;
	   NEXT_MINS <= 0;
	   end
	else
	   begin
	   NEXT_STATE <= COUNT_TIME;
	   NEXT_SECS <= 1;
	   end
	end
    endcase
end
always @ (posedge CLK or negedge RESETN)
begin
   if (RESETN == 0)
      begin	
      CURRENT_STATE <= COUNT_TIME;
      SECS <= 0;
      HOURS <= 0;
      MINS <= 0;
      end
   else
      begin
      CURRENT_STATE <= NEXT_STATE;
      SECS <= NEXT_SECS;
      HOURS <= NEXT_HOURS;
      MINS <= NEXT_MINS;
      end
end
endmodule
module TIME_BLOCK ( SET_TIME, HRS, MINS, CLK, RESETN, ENABLE,
                    HRS_OUT, MINS_OUT, AM_PM_OUT,
                    DISPLAY_BUS );
input  SET_TIME, HRS, MINS, CLK, RESETN, ENABLE;
output [3:0] HRS_OUT;
output [5:0] MINS_OUT;
output  AM_PM_OUT;
output [10:0] DISPLAY_BUS;
    wire CONNECT3, CONNECT4, CONNECT5;
    reg [10:0] DISPLAY_BUS;
    reg AM_PM_BUS;
    TIME_STATE_MACHINE U1 ( .TIME_BUTTON(SET_TIME), .HOURS_BUTTON(HRS), 
        .MINUTES_BUTTON(MINS), .CLK(CLK), .RESETN(RESETN), 
        .SECS(CONNECT5), .HOURS(CONNECT3), .MINS(CONNECT4) );
    TIME_COUNTER U2 ( .SECS(CONNECT5), .HOURS(CONNECT3), .MINS(CONNECT4), 
        .CLK(CLK), .RESETN(RESETN), .HOURS_OUT(HRS_OUT),
        .MINUTES_OUT(MINS_OUT) , .AM_PM_OUT(AM_PM_OUT) );
    always @ (ENABLE or AM_PM_OUT or HRS_OUT or MINS_OUT) begin
            DISPLAY_BUS <= {AM_PM_OUT,HRS_OUT,MINS_OUT};
    end
endmodule
```
`./run.sh`:
```
#!/bin/bash
# OpenROAD 26Q1-2900-gdf79404cd8, Yosys 0.63+post, stock flow scripts
make -C /OpenROAD-flow-scripts/flow DESIGN_CONFIG=/design/flow/config.mk WORK_HOME=/design/flow/orfs finish
```
`./config.mk`:
```
export PLATFORM = sky130hd
export DESIGN_NAME = TIME_BLOCK
export DESIGN_NICKNAME = TIME_BLOCK
export VERILOG_FILES = /design/flow/design.v
export SDC_FILE = /design/flow/constraint.sdc
export NUM_CORES = 4
export LEC_CHECK = 1
export CORE_AREA = 10 10 89 89
export DIE_AREA = 0 0 99 99
```
`./constraint.sdc`:
```
current_design TIME_BLOCK

set clk_period 2.8
set clk_io_pct 0.2

create_clock -name clk0 -period $clk_period [get_ports {CLK}]

set non_clock_inputs [all_inputs -no_clocks]
set_input_delay [expr $clk_period * $clk_io_pct] -clock clk0 $non_clock_inputs
set_output_delay [expr $clk_period * $clk_io_pct] -clock clk0 [all_outputs]
```
==> git commit body <==
Add synthesis and place-and-route results

- Largest clock skew in the final design: 4.11 ps
* Final tally of max-slew violations: 0
* IO Port Bufs: 26
* Register bit count reported by yosys: 23
- The synthesized netlist has a Yosys-reported chip area of 1380 um^2.
- The main area contributors are sky130_fd_sc_hd__dfrtp_1 (36%), sky130_fd_sc_hd__buf_4 (6.5%), sky130_fd_sc_hd__dfstp_2 (5.7%).
- Nature of the critical path startpoint: flip-flop
- The tool flagged a number of max-cap violations equal to 0.
- Worst R2R End: U2.HOURS_OUT[1]
- Count of cells resized by post-cts repair: 0
- Cts bufs inserted: 3
- Yosys mapped a number of flops with a built-in enable equal to 0.
* Yosys warnings: 5
- Dominant logic cell types in the final layout: sky130_fd_sc_hd__clkdlybuf4s50_1 (26), sky130_fd_sc_hd__dfrtp_1 (20), sky130_fd_sc_hd__nand2_1 (13)
- Wire per inst: 12.0 um
* CP endpoint kind: flip-flop
- Area of the chip: 9800 um^2
- Looking at the VDD voltage map, the peak drop is 0.307 mV.
- The clock tree has to reach 23 sinks.
* Die span in x: 99 um
- Per the layout report, the design carries 622 filler cells.
- Count of antenna-violating nets left after detailed routing: 0
- Worst setup path startpoint: U2.MINUTES_OUT[0]
- Worst slew margin: 69.7%
- Path type of the worst min-delay path: flip-flop to flip-flop
- Startpoint of the most critical hold path: U2.CURRENT_SECS[0]
* Number of cell instances after yosys synthesis: 145
- Mean area per synthesized cell: 9.52 um^2
* Seq/Total Area, Yosys: between 40% and 50%
- Entering global routing, the biggest net connects 24 pins.
* Number of different library cells in the post-synthesis netlist: between 40 and 50
- The number of setup buffers added after CTS is 0.
* Count of boundary I/O pins: 28
- Along the worst hold path, the cell count comes to 1.
* Crit Reg-Reg Startpoint: U2.MINUTES_OUT[0]
- Clock transition at the registers of the reported paths: 80 ps
- Status: finished clean
- Worst EP arrival: 2150 ps
- Req. time, crit path: approximately 3000 ps
- Final GP Congestion: 0.826
* Worst-case register-to-register setup slack: 810 ps
- Insertion delay to the later sink of the worst-skew pair: 260 ps
- DRC violations left: 0
- Counting cells, the worst reg-to-reg path comes to 5.
* Most common reg cell: sky130_fd_sc_hd__dfrtp_1
- Maximum clock path buffer count: 2
- Portion of the clock cycle consumed by the worst path in the final layout: between 70% and 80%
- Initial antenna violation count: 0
- After clock tree synthesis, the flow added hold-fix buffers numbering 0.
- Global-route wire length before repair: 4.95 mm
* RSZ-0062 raised after global routing: no
- Pre-Place Util: 23.0%
* Hold Slack: 523 ps
* Via count of the first global-routing pass: 1033
- Clock root buffer: sky130_fd_sc_hd__clkbuf_8
* Initial detailed-routing violation count: 43
- Cell taking the most area after synthesis: sky130_fd_sc_hd__dfrtp_1
* Crit Path Category: flip-flop to flip-flop
- Fmax: 0.502 GHz
- Std-Cell Core Area: 5990 um^2
- Total number of vias: approximately 1.1k
- Height of the chip: a little under 100 um
* Number of warnings in the stage logs: 27
* Final setup vio count: 0
* Total area of sequential cells: 579 um^2
* Fraction of layout instances using a drive strength above 1: 10.6%
- Summed over all layers, the routed wires come to 2.82 mm.
- Number of vias per cell after detailed routing: 4.69
- HPWL after DPL: 2.06 mm
* Sum of overflow across all layers after global routing: 0
* Post-synthesis instance total: 145
- The final timing report derives a shortest allowable period of between 1500 and 2000 ps.
* Level count of the clock H-tree: 1
- Synthesis-to-finish area growth: 21.3%
* Number of diodes: 0
- Area fraction of the dominant cell type after synthesis: 36.3%
- Async S/R FF share, synth: 100%
- Area taken by multi-input logic gates: 657 um^2
- The first TritonRoute pass finished after 4 iterations.
- Summed over all failing endpoints, the final setup total negative slack is 0 ps.
- Total Routing Usage GR: 5.79%
* Clock tree from TritonCTS: built
- Static power due to leakage: 0.666 nW
- Final number of hold-violating endpoints: 0
- Power per cell area: 597 nW/um^2
* Synthesized cell area: 1380 um^2
* Transition time at the pin with the least slew margin: 452 ps
- Number of core rows: 28
- Highest-count logic cell in the final layout: sky130_fd_sc_hd__clkdlybuf4s50_1
- The worst hold path terminates at U2.CURRENT_SECS[0].
- Peak fanout along the critical path: 7
[report_power, final]
group	internal (W)	switching, W
Clock	0.0000992	0.000106
Sequential	0.000397	0.0000956
Combinational	0.000202	0.0000992
[per-stage QoR]
step | area, um^2 | setup slack [ps] | cells | utilization (%) | power (W)
floorplan | 1380 | 973 | 145 | - | 0.000664
global placement | 1630 | 828 | 231 | 27.2 | 0.000802
detailed placement | 1630 | 831 | 231 | 27.2 | 0.000804
CTS | 1670 | 820 | 235 | 27.9 | 0.00102
global route | 1670 | 742 | 235 | 27.9 | 0.00109
finish | 1670 | 809 | 235 | 27.9 | 0.000999
[cell usage after synthesis (3+ instances only)]
library cell and count:
sky130_fd_sc_hd__nand3_1 7, sky130_fd_sc_hd__nor4_1 3, sky130_fd_sc_hd__nor3_1 3, sky130_fd_sc_hd__o21ai_0 8, sky130_fd_sc_hd__inv_1 8, sky130_fd_sc_hd__a21o_1 3, sky130_fd_sc_hd__nor2b_1 3, sky130_fd_sc_hd__nand2_1 13
sky130_fd_sc_hd__dfstp_2 3, sky130_fd_sc_hd__dfrtp_1 20, sky130_fd_sc_hd__nor2_1 9, sky130_fd_sc_hd__o31ai_1 4, sky130_fd_sc_hd__ha_1 4, sky130_fd_sc_hd__buf_4 12, sky130_fd_sc_hd__a21oi_1 4
[worst max path at each step]
stage	endpoint	slack, ps	cells after the start
6_report	U2.HOURS_OUT[1]	810	5
5_1_grt	U2.HOURS_OUT[1]	740	5
4_1_cts	U2.HOURS_OUT[1]	820	5
[final cells by class]
| type | count | area share [%] |
|---|---|---|
| multi-input cells | 98 | 39.2 |
| inverters | 8 | 1.79 |
| repair buffers | 27 | 16.0 |
| well taps | 75 | 5.61 |
| flip-flops and latches | 23 | 34.6 |
| clock inverters | 1 | 0.299 |
| clock buffers | 3 | 2.47 |
[worst max-delay path, stage by stage (launching register included)]
cell                      delay (ps)
sky130_fd_sc_hd__dfrtp_1         440
sky130_fd_sc_hd__ha_1            220
sky130_fd_sc_hd__nand2_1          70
sky130_fd_sc_hd__or3_1           450
sky130_fd_sc_hd__o31a_4          410
sky130_fd_sc_hd__mux2_4          300
[state kept, by name, indices dropped and copies added, names as in the netlist]
name	flops
U1.CURRENT_STATE	3
U1.MINS	1
U2.AM_PM_OUT	1
U2.MINUTES_OUT	6
U1.HOURS	1
U2.CURRENT_SECS	6
U2.HOURS_OUT	4
U1.SECS	1
[cell families (layout without fill, tap and decap cells)]
logic type,Yosys count,count (layout),synth area share (%)
buf+inv,24,39,10.4
simple gates,52,52,19.9
flops,23,23,42.0
mux,4,4,3.72
fa+ha+maj,5,5,4.35
compound gates,37,37,19.6
[per-layer routing]
metal  vias up  wire [um]  part of all wire, %  global-route usage (%)
met2        28       1160                   41                    8.07
met5         -          0                    0                       0
met3         0        253                  9.0                    2.75
met4         0          0                    0                   0.110
met1       526       1410                   50                    8.42
li1        547          -                    -                       -
Power and IR drop assume default switching activity.
